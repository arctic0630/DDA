==> design.v <==
module adder (a, b, y);
input [31:0] a, b;
output [31:0] y;
assign y = a + b;
endmodule
==> run.sh <==
#!/bin/bash
# OpenROAD 26Q1-2900-gdf79404cd8, Yosys 0.63+post, stock flow scripts
make -C /OpenROAD-flow-scripts/flow DESIGN_CONFIG=/design/flow/config.mk WORK_HOME=/design/flow/orfs finish
==> config.mk <==
export PLATFORM = sky130hd
export DESIGN_NAME = adder
export DESIGN_NICKNAME = adder
export VERILOG_FILES = /design/flow/design.v
export SDC_FILE = /design/flow/constraint.sdc
export NUM_CORES = 4
export LEC_CHECK = 1
export CORE_AREA = 10 10 94 94
export DIE_AREA = 0 0 104 104
==> constraint.sdc <==
current_design adder

set clk_period 14.5
set clk_io_pct 0.2

create_clock -name clk0 -period $clk_period

set non_clock_inputs [all_inputs -no_clocks]
set_input_delay [expr $clk_period * $clk_io_pct] -clock clk0 $non_clock_inputs
set_output_delay [expr $clk_period * $clk_io_pct] -clock clk0 [all_outputs]
==> impl_report.txt <==
IMPLEMENTATION SUMMARY REPORT
----------------------------------------------------
[Global routing]
  Global-route wire length before repair ........................ 9700 um
  Met1 layer usage reported by global route ........................ 14.4%
  Met3 GRT Util ........................ 1.94%
  Initial antenna violation count ........................ 0
  Busiest metal layer after global routing ........................ met2
  Aggregate global routing overflow ........................ 0
  Largest net degree at the start of global routing ........................ 11
  GR Util All Layers ........................ slightly above 10%
  Via count of the first global-routing pass ........................ 2044
  Fraction of met2 tracks used by global routing ........................ 16.6%

[Final timing]
  Highest clock rate ........................ approximately 0.11 GHz
  Worst-margin pin slew ........................ 0.537 ns
  Shortest clock period the worst path allows after layout ........................ 8.78 ns
  Post-route fraction of the period consumed by the critical path ........................ between 60% and 70%
  Final Hold Fails ........................ 0
  Final Max Slew Viols ........................ 0
  Final setup vio count ........................ 0
  Final worst slack ........................ 5.72 ns
  Setup tns final ........................ 0 ns
  RSZ-0062 raised after global routing ........................ false
  Relative slew margins ........................ a little over three fifths

[Detailed routing]
  TritonRoute pass-1 iters ........................ 4
  Wire length per cell ........................ roughly 14 um
  Via/cell ratio ........................ 4.91
  Final routed DRC violation total ........................ 0
  Final ANT Viol Nets ........................ 0
  Antenna cell count ........................ 0
  Routed vias ........................ 2070
  Wire length reported by the detailed router ........................ slightly below 6000 um
  DRC violation total after the first TritonRoute iteration ........................ 115

[Setup path]
  Required time reported for the critical path endpoint ........................ 11.60 ns
  CP cell instances ........................ clkdlybuf4s50_1 -> ha_1 -> fa_1 -> a21o_1 -> a31o_2 -> nand3_1 -> o221ai_1 -> a311oi_1 -> o21bai_1 -> xor2_1 -> clkdlybuf4s50_1
  WP data arrival ........................ 5.88 ns
  Peak fanout along the critical path ........................ 4
  Max stage delay on crit path ........................ 0.49 ns
  Setup crit start kind ........................ input port
  Cell with the most instances on the worst path ........................ sky130_fd_sc_hd__clkdlybuf4s50_1
  CP Buf/Inv Count ........................ 2
  Category of cells accounting for the largest share of critical-path delay ........................ AND-OR/OR-AND gates
  Startpoint-to-endpoint class of the critical path ........................ input port to primary output
  Launch point of the worst path ........................ a[0]
  Cell type of the slowest stage on the worst timing path ........................ sky130_fd_sc_hd__clkdlybuf4s50_1
  Endpoint type of the worst setup path ........................ primary output

[Synth]
  Most instantiated cells after synthesis ........................ sky130_fd_sc_hd__ha_1 (31), sky130_fd_sc_hd__a21oi_1 (29), sky130_fd_sc_hd__a21o_1 (19)
  Yosys warning count ........................ 0
  Yosys cell count ........................ roughly 240
  Post-synthesis share of cell area spent on and, or, nand and nor gates ........................ about 18%
  Chip area in the Yosys report ........................ approximately 1700 um2
  Proportion of synthesized chip area in sequential cells ........................ 0%
  Dominant comb cell ........................ AND-OR/OR-AND gates
  Xor-xnor portion of the synthesized cell area ........................ 14.1%
  Post-synth design cell area ........................ 1740 um2
  Cell type contributing the most total cell area after synthesis ........................ sky130_fd_sc_hd__ha_1
  Synthesized-area fraction occupied by adder cells ........................ 23.4%
  Top-count cell post-synth ........................ sky130_fd_sc_hd__ha_1
  Share of the synthesized area in the top cell type ........................ 22.2%
  MUX share of area ........................ around 1.1%
  Mean instance size in the synthesized netlist ........................ 7.24 um2
  AND-OR/OR-AND share of the synthesized area ........................ 39.3%
  Cell area leaders ........................ sky130_fd_sc_hd__ha_1 (22%), sky130_fd_sc_hd__a21oi_1 (8.3%), sky130_fd_sc_hd__a21o_1 (8.2%)
  Cell variety after synth ........................ 50
  Cell count after synthesis ........................ 241

[Run status]
  Run status ........................ finished clean

[Clock network]
  # hold bufs at CTS ........................ 0
  Total setup buffers inserted after CTS ........................ 0
  Post-cts resize count ........................ 0

[Power]
  Power per cell area ........................ 48.0 nW/um2
  Sum of internal, switching and leakage power ........................ 0.133 mW
  Worst ir drop on vdd ........................ 0.0225 mV
  Leakage power ........................ 1.18 nW

[Final layout]
  Final core utilization ........................ 40.7%
  Combined flip-flop and latch cell area ........................ 0 um2
  Clock buffer count ........................ 0
  Multi-input logic area ........................ around 1700 um2
  Number of fillers in the final layout ........................ 728
  Layout Area Growth over Synthesis ........................ 59.5%
  Fraction of final layout cells sized beyond drive strength 1 ........................ about 3.1%
  Number of flip-flops and latches ........................ 0

[Die]
  Core utilization at floorplan ........................ ~26%
  Core box area ........................ 6830 um2
  Area of the die ........................ ~11000 um2
  Number of top-level design ports ........................ 96
  Die height ........................ 104 um
  Standard-cell rows ........................ 30
  Die width ........................ 104 um

[Place]
  Port buffer count ........................ 96
  Worst setup timing slack at the placement stage ........................ 5.72 ns
  Final Wtd Congestion ........................ 0.819
  Estimated wirelength of the detail-placed design ........................ a little over 5000 um

[Run]
  Max-cap violations ........................ 0
  Number of warnings in the stage logs ........................ 32

[Hold path]
  Min-Delay Startpoint ........................ b[0]
  Hold WC Path Type ........................ input port to primary output

----------------------------------------------------
==> path summary, 6_finish.rpt <==
check | endpoint | slack (ns) | cells past startpoint
setup / recovery | y[26] | 5.72 | 11
hold / removal | y[0] | 6.84 | 3
==> stage by stage <==
step	std cells	hold slack [ns]	cell area (um2)
global placement	422	6.83	2780
floorplan	241	5.87	1740
finish	422	6.84	2780
CTS	422	6.85	2780
detailed placement	422	6.84	2780
global route	422	6.85	2780
==> cell usage in the layout (no fill, tap or decap), drive strengths merged, types with 2 or more instances in the layout <==
cell type / count
a211oi: 3
a21o: 19
a21oi: 29
a311oi: 3
a31oi: 3
clkdlybuf4s50: 96
ha: 31
inv: 6
mux2i: 2
nand2: 18
nand2b: 2
nand3: 10
nand4: 8
nor2: 12
nor3: 4
o211ai: 3
o21a: 2
o21ai: 15
o21bai: 5
o221ai: 2
o311ai: 2
or2: 3
xnor2: 13
xor2: 15
==> metal layers <==
metal	wire length [um]	part of all wire, %	vias up
li1	-	-	1087
met1	2970	50	929
met2	2610	44	54
met3	304	5.2	0
met4	0	0	0
met5	0	0	-
==> logic make-up (layout without fill, tap and decap cells) <==
kind of cell / count (synthesis) / count (layout)
compound gates: 97 / 97
simple gates: 65 / 65
fa+ha+maj: 32 / 32
xor+xnor: 28 / 28
buf+inv: 17 / 102
mux: 2 / 2
==> where the power goes <==
group	internal (mW)	switching, mW	total [mW]
registers	0	0	0
logic	0.0803	0.0532	0.133
clock network	0	0	0
==> layout make-up <==
cell class | instances | area share (%)
repair buffers | 96 | 34.5
well taps | 96 | 4.32
inverters | 6 | 0.810
multi-input cells | 224 | 60.3
No activity file was given, so power comes from the tool's default toggle rates.
