[flow/run.sh]
#!/bin/bash
# OpenROAD 26Q1-2900-gdf79404cd8, Yosys 0.63+post, stock flow scripts
make -C /OpenROAD-flow-scripts/flow DESIGN_CONFIG=/design/flow/config.mk WORK_HOME=/design/flow/orfs finish
[flow/config.mk]
export PLATFORM = sky130hd
export DESIGN_NAME = REG_FILE
export DESIGN_NICKNAME = REG_FILE
export VERILOG_FILES = /design/flow/design.v
export SDC_FILE = /design/flow/constraint.sdc
export NUM_CORES = 4
export LEC_CHECK = 1
export CORE_UTILIZATION = 50
[flow/constraint.sdc]
current_design REG_FILE

set clk_period 5.9
set clk_io_pct 0.2

create_clock -name clk0 -period $clk_period [get_ports {clk}]

set non_clock_inputs [all_inputs -no_clocks]
set_input_delay [expr $clk_period * $clk_io_pct] -clock clk0 $non_clock_inputs
set_output_delay [expr $clk_period * $clk_io_pct] -clock clk0 [all_outputs]
[flow/design.v]
module REG_FILE(clk, we3, ra1, ra2, wa3, wd3, rd1, rd2);
input clk;
input we3;
input [4:0] ra1;
input [4:0] ra2;
input [4:0] wa3;
input [31:0] wd3;
output [31:0] rd1;
output [31:0] rd2;
reg [31:0] BANK_REG_FILE[31:0];
always @ (posedge clk)
if (we3)
    BANK_REG_FILE[wa3] <= wd3;
assign rd1 = (ra1 != 0) ? BANK_REG_FILE[ra1] : 0;
assign rd2 = (ra2 != 0) ? BANK_REG_FILE[ra2] : 0;
endmodule
==> reports/qor.log <==
INFO  final_timing   timing.final.crit_period=5.74ns
INFO  worst_setup_path cp-startpoint=ra2[1]
INFO  route          drt_iter0_drc=1,755
INFO  worst_setup_path crit_start_category=primary input
INFO  final_timing   fmaxAchievable=174MHz
INFO  worst_setup_path worstPathMaxFanout=26
INFO  power_and_ir_drop ir_worst_vdd=0.286mV
INFO  power_and_ir_drop clock_power_share=0.425
INFO  cts            root_buffer=sky130_fd_sc_hd__clkbuf_16
INFO  route          viasPerCell=6.79
INFO  global_routing grt_max_degree=51
INFO  hold_path      min_delay_path_depth=2
INFO  status         run_status=finished clean
INFO  cts            clock_tree.htree_level_count=3
INFO  final_timing   finalMaxSlewViolations=0
INFO  global_routing first_global_vias=30,700
INFO  cells_and_area postLayoutCellArea=54,600µm²
INFO  synth          top_cells_by_count=1,024 x sky130_fd_sc_hd__edfxtp_1, 425 x sky130_fd_sc_hd__mux4_2, 183 x sky130_fd_sc_hd__mux2i_1
INFO  synth          synth_largest_type_area_fraction=0.655
INFO  cts            postCtsSetupBuffers=0
INFO  power_and_ir_drop leakagePower=17.7nW
INFO  route          routed_wire_length_per_instance=37.3µm
INFO  cells_and_area layout_top_registers=BANK_REG_FILE x1024
INFO  cts            tritoncts=yes
INFO  final_timing   setup_violations=0
INFO  worst_setup_path cp.arrival=4.56ns
INFO  synth          synth_area_per_cell=19.6µm²
INFO  floorplan      core_ar=93,200µm²
INFO  synth          synth.largest_area_cell=sky130_fd_sc_hd__edfxtp_1
INFO  power_and_ir_drop switching_share=0.223
INFO  placed_design  gpl.final_weighted_congestion=0.911
INFO  synth          synth.top_cells.by_area=sky130_fd_sc_hd__edfxtp_1 65%, sky130_fd_sc_hd__mux4_2 20%, sky130_fd_sc_hd__mux2i_1 3.9%
INFO  final_timing   rsz0062_at_grt=false
INFO  power_and_ir_drop p_seq_frac=0.483
INFO  placed_design  number_of_placed_cells_counting_well_taps=3,762
INFO  cells_and_area largest_reg_flops=1,024
INFO  synth          yosys.stat.seqShare=0.655
INFO  floorplan      die_width=308µm
INFO  synth          yosys_most_used_dff=sky130_fd_sc_hd__edfxtp_1
INFO  synth          yosysWarnings=1
INFO  floorplan      chip_area=95,200µm²
INFO  synth          async_flop_share=0
INFO  cts            cts_num_sinks=1,024
INFO  cts            cts_hold_repair.buffers=0
INFO  global_routing number_of_antenna_violations_at_the_first_check_in_global_routing=4
INFO  cells_and_area finalNonFillerCells=3,970
INFO  cells_and_area layout.core_utilization=0.586
INFO  job            max_cap_viol_count=0
INFO  cts            postCtsResizedCells=0
INFO  route          dr_total_vias=27,000
INFO  cts            clk_path_buf_depth=3
INFO  worst_setup_path worstSetupEndpointType=primary output
INFO  cts            clk_pin_slew_worst_paths=0.06ns
INFO  placed_design  port_buffers=112
INFO  hold_path      type_of_the_tightest_min_delay_check=in -> reg
INFO  cells_and_area drive_gt1_frac=0.313
INFO  floorplan      row_count=112
INFO  synth          synth_stat.cells=2,400
INFO  synth          synthDistinctLibCells=40
INFO  worst_setup_path setup.worst_path.class=in -> out
INFO  route          detail_route.drc_violations=0
INFO  synth          syn-cell-area=47,000µm²
INFO  worst_setup_path required=4.72ns
INFO  worst_setup_path worst_setup_path_endpoint=rd2[15]
INFO  synth          most_common_cell_in_the_synthesized_netlist=sky130_fd_sc_hd__edfxtp_1
INFO  cts            cts_made_buffers=110
INFO  final_timing   timing.max_slew.rel_slack=0.254
INFO  final_timing   layout_worst_path_cycle_share=0.972
INFO  floorplan      die_h=308µm
INFO  floorplan      core_util_floorplan=0.504
INFO  global_routing grt_overflow_total=0
INFO  power_and_ir_drop power_switching=3.76mW
INFO  power_and_ir_drop cell_internal_pwr=13.1mW
INFO  route          dr.pass1.iters=5
INFO  synth          synth_cells=2,400
INFO  power_and_ir_drop power_density=308nW/µm²
INFO  floorplan      boundaryPins=113
INFO  cells_and_area number_of_filler_cells_placed_in_the_layout=6,568
INFO  job            stage_log_warnings=26
INFO  synth          synth.ff_latch_count=1,024
INFO  power_and_ir_drop power.combinational.fraction=0.092
INFO  final_timing   worstMarginPinSlew=1.11ns
INFO  route          route.final.wire_length=148,000µm
INFO  final_timing   hold_violations=0
INFO  placed_design  final_hpwl_dp=89,400µm
INFO  placed_design  placed_area=50,800µm²
INFO  route          route.antenna.remaining_nets=0
INFO  synth          post_synthesis_chip_area_from_yosys=47,000µm²
INFO  final_timing   tns=0ns
INFO  cells_and_area registers.top_by_ff_count=BANK_REG_FILE
INFO  cells_and_area syn_to_final_growth=16.2%
INFO  global_routing wire_length_of_the_first_global_routing_pass=212,000µm
INFO  global_routing overall_routing_resource_usage=0.361
INFO  synth          count_of_flip_flops_with_a_built_in_enable_after_synthesis=1,024
-- through the flow --
stage	worst slack, ns	total power, mW	hold slack (ns)
final	0.163	16.8	1.31
after global routing	0.0186	17.3	1.33
after detailed placement	0.269	9.80	2.01
after CTS	0.272	16.9	1.29
after floorplan	1.97	9.05	1.28
after global placement	0.296	9.78	2.01
-- worst min path at each step --
| stage | start | end |
|---|---|---|
| after CTS | wd3[14] | BANK_REG_FILE[24][14]$_DFFE_PP_ |
| after global routing | wd3[15] | BANK_REG_FILE[19][15]$_DFFE_PP_ |
| final | wd3[1] | BANK_REG_FILE[26][1]$_DFFE_PP_ |
-- final cells by class --
cell class | count | area (µm²) | share of cell area
diodes | 1 | 2.50 | 0.0000458
clock buffers | 133 | 2920 | 0.0536
clock inverters | 73 | 836 | 0.0153
inverters | 25 | 96.3 | 0.00176
multi-input cells | 1150 | 15400 | 0.282
flip-flops and latches | 1024 | 30700 | 0.563
well taps | 1254 | 1570 | 0.0287
repair buffers | 310 | 2990 | 0.0548
-- layout by cell type (no fill, tap or decap), drive strengths merged, types with 4 or more instances in the layout --
cell type and n:
a32o 9, buf 205, a211oi 47, mux4 425
nand2 65, nor4 9, bufinv 18, a2111oi 31
nand3b 7, and2 13, inv 29, nor3 33
nor2 35, nor2b 8, a21oi 46, nand3 4
clkinvlp 7, a22o 62, mux2i 183, clkdlybuf4s50 105
mux2 24, o221ai 31, or3b 5, clkbuf 133
clkinv 44, a221oi 23, o22ai 55, edfxtp 1024
a211o 23
-- power by group through the flow --
stage / clock network [mW] / logic, mW / registers (mW)
final: 7.14 / 1.54 / 8.13
after global routing: 7.52 / 1.63 / 8.14
after CTS: 7.24 / 1.52 / 8.13
-- layer usage --
| metal | vias to the layer above | GRT usage | part of all wire |
|---|---|---|---|
| li1 | 10900 | - | - |
| met1 | 13500 | 0.429 | 0.30 |
| met2 | 2196 | 0.490 | 0.45 |
| met3 | 333 | 0.321 | 0.21 |
| met4 | 26 | 0.105 | 0.039 |
| met5 | - | 0.0729 | 0.0063 |
-- critical path: stages --
cell and delay (ns):
sky130_fd_sc_hd__buf_4 0.46, sky130_fd_sc_hd__and2_4 0.59, sky130_fd_sc_hd__buf_4 0.28, sky130_fd_sc_hd__a22o_1 0.22, sky130_fd_sc_hd__a2111oi_0 0.09, sky130_fd_sc_hd__buf_4 0.16
sky130_fd_sc_hd__nor3_1 0.83, sky130_fd_sc_hd__clkdlybuf4s50_1 0.69
-- kinds of logic after synthesis --
logic type | Yosys count | share of synthesized area
buffers and inverters | 226 | 0.0231
flip-flops | 1024 | 0.655
AND/OR/NAND/NOR | 187 | 0.0194
multiplexers | 632 | 0.249
AND-OR/OR-AND | 331 | 0.0541
Power figures rest on the tool's default switching activity, not on a simulated workload.
