File: /design/flow/config.mk
export PLATFORM = sky130hd
export DESIGN_NAME = PC
export DESIGN_NICKNAME = PC
export VERILOG_FILES = /design/flow/design.v
export SDC_FILE = /design/flow/constraint.sdc
export NUM_CORES = 4
export LEC_CHECK = 1
export CORE_AREA = 10 10 102 102
export DIE_AREA = 0 0 112 112
File: /design/flow/design.v
module PC(PC_in, clk, rst,PC_out);
    input [31:0] PC_in;
    input clk, rst;
    output reg [31:0] PC_out;
    always @(posedge clk)
    begin 
    if(rst == 1'b1)
        PC_out <= 32'b00000000000000000000000000000000;
    else
        PC_out <= PC_in;
    end
endmodule
File: /design/flow/run.sh
#!/bin/bash
# OpenROAD 26Q1-2900-gdf79404cd8, Yosys 0.63+post, stock flow scripts
make -C /OpenROAD-flow-scripts/flow DESIGN_CONFIG=/design/flow/config.mk WORK_HOME=/design/flow/orfs finish
File: /design/flow/constraint.sdc
current_design PC

set clk_period 1.0
set clk_io_pct 0.2

create_clock -name clk0 -period $clk_period [get_ports {clk}]

set non_clock_inputs [all_inputs -no_clocks]
set_input_delay [expr $clk_period * $clk_io_pct] -clock clk0 $non_clock_inputs
set_output_delay [expr $clk_period * $clk_io_pct] -clock clk0 [all_outputs]
==> impl_metrics.json <==
{
  "die_x_um": 112,
  "syn_to_final_growth_pct": 97.1,
  "cp-start-kind": "flop",
  "required_ns": 0.80,
  "initCoreUtil": 0.105,
  "drtPass1Iterations": 2,
  "ys_area_um2": 863,
  "vias": 678,
  "dp.cells": 236,
  "switching_power_mw": 0.552,
  "rsz0062_at_grt": "no",
  "grt_use_total": 0.0419,
  "p_comb_frac": 0.097,
  "path_max_fanout": 1,
  "p_leak_nw": 0.687,
  "dpl_cell_area_um2": 1660,
  "path_cells": "clkdlybuf4s15_1",
  "synth_cells": 67,
  "worstHoldStart": "PC_in[5]",
  "syn_area_per_cell_um2": 12.9,
  "ys_seq_share": 0.742,
  "ir_drop_mv": 0.612,
  "core-area_um2": 8220,
  "antenna-diode-count": 0,
  "largest_reg_flops": 32,
  "hold_buffers": 0,
  "switching_share": 0.193,
  "postCtsSetupBuffers": 0,
  "ant_nets": 0,
  "final_layout_top_logic_cells": "clkdlybuf4s50_1, nor2b_1, dfxtp_1, clkdlybuf4s15_1, clkbuf_2",
  "layout.cells.most_common": "clkdlybuf4s50_1",
  "worstSetupStartpoint": "PC_out[23]",
  "grt_max_degree": 21,
  "antenna_found_initial": 0,
  "syn_area_um2": 863,
  "grt_overflow": 0,
  "rows": 33,
  "cts-root-buf": "clkbuf_8",
  "status": "finished, final reports clean",
  "drive_gt1_frac": 0.281,
  "tightest_slew_ns": 0.202,
  "min_path_type": "input pin to flop",
  "netlist.area_leader.share": 0.742,
  "fin_crit_ns": 0.960,
  "chipHeight_um": 112,
  "max_flop_register": "PC_out",
  "clockBufferDepth": 2,
  "drv_cap": 0,
  "nFillCells": 893,
  "grt_first_pass_wirelength_um": 4230,
  "ys_cells": 67,
  "slowest_delay_ns": 0.32,
  "ys_warn_count": 1,
  "hold_violations": 0,
  "power_density_nw_per_um2": 1680,
  "layoutNonFillerInstCount": 244,
  "stdcell_area_um2": 1700,
  "via_per_inst": 2.78,
  "cp_slowest_cell": "dfxtp_2",
  "fin_crit_sh": 0.960,
  "crit_type": "flop to output pin",
  "slew_headroom": 0.865,
  "cp_top_family": "flip-flops",
  "p_seq_frac": 0.478,
  "synth_cell_type_count": 3,
  "drt_iter0_markers": 9,
  "topCellsByArea": "dfxtp_1, nor2b_1, buf_4",
  "intPower_mw": 2.30,
  "htree_levels": 2,
  "boundaryPins": 66,
  "cts.sinks": 32,
  "worstPathArrival_ns": 0.76,
  "routed_wl_um": 2770,
  "cts_tree": "yes",
  "largest_area_cell": "dfxtp_1",
  "cp-end-kind": "output pin",
  "grt_pass1_vias": 712,
  "ys_ff": 32,
  "numCtsBuffers": 5,
  "path_clk_slew_ns": 0.07,
  "logic_area_um2": 200,
  "setup_tns_ns": 0,
  "setup_viol": 0,
  "place.gp.congestion": 0.679,
  "die_area_um2": 12500,
  "cp.buffers_inverters": 1,
  "drc": 0,
  "seqCellArea_um2": 657,
  "maxSlewViolCount": 0,
  "tool_warnings": 25,
  "top_regs": "PC_out (32)",
  "finalPower_mw": 2.85,
  "routedWlPerCell_um": 11.3,
  "max_freq_ghz": 1.04,
  "p_clk_frac": 0.425,
  "port_buffers": 65
}
==> routing by layer <==
| metal | global-route usage | share of wire | vias to the layer above |
|---|---|---|---|
| met4 | 0.00423 | 0 | 0 |
| met2 | 0.0653 | 0.46 | 35 |
| met1 | 0.0500 | 0.42 | 303 |
| li1 | - | - | 340 |
| met3 | 0.0261 | 0.11 | 0 |
| met5 | 0 | 0 | - |
==> final timing paths <==
kind	endpoint	slack [ns]	cells past startpoint
max	PC_out[23]	0.04	1
min	PC_out[5]	0.46	2
==> per-stage QoR <==
stage / hold WS, ns / setup WS (ns) / util
after detailed placement: 0.761 / -0.142 / 0.202
final: 0.464 / 0.0402 / 0.207
after global routing: 0.456 / 0.000682 / 0.207
after global placement: 0.761 / -0.125 / 0.202
after floorplan: 0.272 / 0.509 / -
after CTS: 0.456 / 0.00213 / 0.214
==> Yosys cell counts <==
cell type,number
dfxtp_1,32
nor2b_1,32
buf_4,3
==> repair_timing <==
| action | in CTS | in global routing |
|---|---|---|
| setup endpoints to repair | 32 | 19 |
| hold endpoints to repair | 0 | 0 |
| gates resized | 71 | 26 |
==> power by group through the flow <==
stage / Sequential, mW / Combinational, mW / Clock [mW]
4_1_cts: 1.36 / 0.304 / 1.27
5_1_grt: 1.37 / 0.308 / 1.33
6_report: 1.36 / 0.278 / 1.21
==> final cells by class <==
class,instances,share of cell area
clock inverter,2,0.0206
timing repair buffer,67,0.356
multi-input combinational,32,0.118
tap,105,0.0772
sequential,32,0.386
clock buffer,6,0.0426
==> kinds of logic after synthesis <==
group                  count (synthesis)  synth area share
DFF                                   32             0.742
and+or+nand+nor                       32             0.232
buffers and inverters                  3            0.0261
Power figures rest on the tool's default switching activity, not on a simulated workload.
